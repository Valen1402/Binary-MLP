--- ./config.mk ---
export PLATFORM = sky130hd
export DESIGN_NAME = compute_unit_top
export DESIGN_NICKNAME = compute_unit_top
export VERILOG_FILES = /design/flow/design.v
export SDC_FILE = /design/flow/constraint.sdc
export NUM_CORES = 4
export LEC_CHECK = 1
export CORE_UTILIZATION = 50
--- ./constraint.sdc ---
current_design compute_unit_top

set clk_period 16.2
set clk_io_pct 0.2

create_clock -name clk0 -period $clk_period [get_ports {clk}]

set non_clock_inputs [all_inputs -no_clocks]
set_input_delay [expr $clk_period * $clk_io_pct] -clock clk0 $non_clock_inputs
set_output_delay [expr $clk_period * $clk_io_pct] -clock clk0 [all_outputs]
--- ./design.v ---
`timescale 1ns / 1ps
module adder_15b(
  input  wire [14:0]      A,
  input  wire [14:0]      B,
  input  wire             Cin,
  output wire [14:0]      S,
  output wire             overflow
);
  wire [14:0] C;
  carryLA CLA0 (.A(A[2:0]),   .B(B[2:0]),   .Cin(Cin),   .Cout(C[2:0]),   .S(S[2:0]));
  carryLA CLA1 (.A(A[5:3]),   .B(B[5:3]),   .Cin(C[2]),  .Cout(C[5:3]),   .S(S[5:3]));
  carryLA CLA2 (.A(A[8:6]),   .B(B[8:6]),   .Cin(C[5]),  .Cout(C[8:6]),   .S(S[8:6]));
  carryLA CLA3 (.A(A[11:9]),  .B(B[11:9]),  .Cin(C[8]),  .Cout(C[11:9]),  .S(S[11:9]));
  carryLA CLA4 (.A(A[14:12]), .B(B[14:12]), .Cin(C[11]), .Cout(C[14:12]), .S(S[14:12]));
  assign overflow = C[13] ^ C[14];
endmodule
`timescale 1ns / 1ps
module adder_7b(
  input  wire [6:0]      A,
  input  wire [6:0]      B,
  input  wire            Cin,
  output wire [6:0]      S,
  output wire            overflow
);
  wire [6:0]  C;
  wire        P, G;
  carryLA CLA5 (.A(A[2:0]), .B(B[2:0]), .Cin(Cin),  .Cout(C[2:0]), .S(S[2:0]));
  carryLA CLA6 (.A(A[5:3]), .B(B[5:3]), .Cin(C[2]), .Cout(C[5:3]), .S(S[5:3]));
  assign P = A[6] ^ B[6];
  assign S[6] = C[5] ^ P;
  assign G = A[6] & B[6];
  assign C[6] = (C[5] & P) | G;
  assign overflow = C[5] ^ C[6];
endmodule
module carryLA(	
	input  wire [2:0] A,
  input  wire [2:0] B,
	input  wire 			Cin,
	output wire [2:0] Cout,
	output wire [2:0] S
);
	wire   [2:0] P, G;
	assign P[0] = A[0] ^ B[0];
	assign G[0] = A[0] & B[0];
	assign P[1] = A[1] ^ B[1];
	assign G[1] = A[1] & B[1];
	assign P[2] = A[2] ^ B[2];
	assign G[2] = A[2] & B[2];
	assign Cout[0] = (Cin & P[0]) | G[0];
	assign Cout[1] = (Cin & P[0] & P[1]) | (G[0] & P[1]) | G[1];
	assign Cout[2] = (Cin & P[0] & P[1] & P[2]) | (G[0] & P[1] & P[2]) | (G[1] & P[2]) | G[2];
	assign S[0] = Cin ^ P[0];
	assign S[1] = Cout[0] ^ P[1];
	assign S[2] = Cout[1] ^ P[2];
endmodule
`timescale 1ns / 1ps
module compute_unit_top(
  input  wire       clk,
  input  wire       rst,
  input  wire [2:0] layer,
  input  wire       g_reg_rst7,
  input  wire       rf_wen,
  input  wire       rf_ren,
  input  wire [6:0] rf_waddr,
  input  wire [6:0] rf_raddr,
  input  wire [8:0] d9,
  input  wire       w,
  output wire        bin_class
  ,output wire      rf_d1
  ,output wire        tb_gated_clk
  ,output wire [14:0] tb_g_reg_in
  ,output wire [14:0] tb_accum1
  ,output wire [6:0]  tb_accum2
  ,output wire [14:0] tb_gated_reg_q
  ,output wire [6:0]  tb_adder7_A
  ,output wire [6:0]  tb_adder7_B
);
  wire   logic_0, logic_1;
  assign logic_0 = 1'b0;
  assign logic_1 = 1'b1;
  wire [14:0] gated_reg_q; assign tb_gated_reg_q = gated_reg_q;
  wire d1; assign rf_d1 = d1;
  wire   l1, lo2,  lend;
  assign {lend, lo2, l1} = layer;
  wire   gated_clk;         assign tb_gated_clk = gated_clk;
  gated_clk g_clk (
    .clk(clk),
    .l1(l1),
    .gated_clk(gated_clk)
  );
  wire [14:0] d9_ext, n_d9_ext;
  assign      d9_ext   = {6'b000000, d9};
  assign      n_d9_ext = -d9_ext;
  wire [14:0] adder15_A, adder15_B;
  assign adder15_A = gated_reg_q;
  mux_15b mux_15b (
    .sel(w),
    .in0(n_d9_ext),
    .in1(d9_ext),
    .out(adder15_B)
  );
  wire [14:0] accum1;             assign tb_accum1 = accum1;
  adder_15b adder_15b(
    .A(adder15_A),
    .B(adder15_B),
    .Cin(logic_0),
    .S(accum1),
    .overflow(overflow)
  );
  wire   mux_31_sel1, mux_31_sel2; 
  wire [1:0]  mux_31_in10, mux_31_in01, mux_31_in00;
  wire   xor_lo2_w;
  wire [6:0] adder7_A, adder7_B;
  assign xor_lo2_w   = lo2 ^ w;
  assign mux_31_sel1 = ~ xor_lo2_w & d1;
  assign mux_31_sel0 = xor_lo2_w & d1;
  assign mux_31_in10 = 2'b11;
  assign mux_31_in01 = 2'b01;
  assign mux_31_in00 = 2'b00;
  mux_31 mux_31 (
    .sel1   (mux_31_sel1),
    .sel0   (mux_31_sel0),
    .in10   (mux_31_in10),
    .in01   (mux_31_in01),
    .in00   (mux_31_in00),
    .out    (adder7_A[1:0])
  );
  assign adder7_A[6:2] = {adder7_A[1], adder7_A[1], adder7_A[1], adder7_A[1], adder7_A[1]};
  assign adder7_B = gated_reg_q[6:0];
  assign tb_adder7_A = adder15_A;
  assign tb_adder7_B = adder15_B;
  wire [6:0]  accum2;             assign tb_accum2 = accum2;
  adder_7b adder_7b(
    .A(adder7_A),
    .B(adder7_B),
    .Cin(logic_0),
    .S(accum2),
    .overflow(overflow)
  );
  wire [14:0] g_reg_in;     assign tb_g_reg_in = g_reg_in;
  mux_accum mux_accum (
    .l1(l1),
    .accum1(accum1),
    .accum2(accum2),
    .out(g_reg_in)
  );
  gated_reg g_reg (
    .clk(clk),
    .rst15(rst),
    .rst7(g_reg_rst7),
    .gated_clk(gated_clk),
    .din(g_reg_in),
    .dout(gated_reg_q)
  );
  wire   HS_in, HS_out;
  assign HS_out = ~HS_in;
  mux_1b mux_1b (
    .sel(l1),
    .in0(gated_reg_q[6]),
    .in1(gated_reg_q[14]),
    .out(HS_in)
  );
  regfile regfile(
    .rst(rst),
    .clk(clk),
    .wen(rf_wen),
    .ren(rf_ren),
    .waddr(rf_waddr),
    .raddr(rf_raddr),
    .wdata(HS_out),
    .rdata(d1)
  ); 
  mux_1b binary_class (
    .sel(lend),
    .in0(logic_0),
    .in1(gated_reg_q[6]),
    .out(bin_class)
  );
endmodule
module gated_clk (
  input  wire       clk,
  input  wire       l1,
  output wire       gated_clk
);
  wire              en;
  reg               q;
  assign en        = ~clk;
  assign gated_clk = clk & q;
  always @(en or l1) begin
    if (en)
      q            <= l1;
  end
endmodule
module gated_reg (
  input  wire             clk,
  input  wire             rst15,
  input  wire             rst7,
  input  wire             gated_clk,
  input  wire [14:0]      din,
  output reg  [14:0]      dout
);
  always @(posedge gated_clk or negedge rst7) begin
    if (~rst7)
      dout[14:7] <= 8'b0;
    else
      dout[14:7] <= din[14:7];
  end
  always @(posedge clk) begin
    if (~rst7) 
      dout[6:0]  <= 7'b0;
    else
      dout[6:0]  <= din[6:0];
  end
endmodule
module mux_31 (
  input  wire             sel1,
  input  wire             sel0,
  input  wire [1:0]       in10,
  input  wire [1:0]       in01,
  input  wire [1:0]       in00,
  output wire [1:0]       out
);
  assign out = sel1? in10 : (sel0? in01: in00);
endmodule
module mux_1b (
  input  wire             sel,
  input  wire             in0,
  input  wire             in1,
  output wire             out
);
  assign out = sel? in1 : in0;
endmodule
module mux_15b (
  input  wire             sel,
  input  wire [14:0]       in0,
  input  wire [14:0]       in1,
  output wire [14:0]       out
);
  assign out = sel? in1 : in0;
endmodule
module mux_accum (
  input  wire             l1,
  input  wire [14:0]      accum1,
  input  wire [6:0]       accum2,
  output reg [14:0]       out
);
  always @(*) begin
    if (l1)
      out [14:0]      = accum1 [14:0];
    else 
      out [6:0]       = accum2 [6:0];
  end
endmodule
module regfile(
  input  wire         rst,
  input  wire         clk,
  input  wire         wen,
  input  wire         ren,
  input  wire [6:0]   waddr,
  input  wire [6:0]   raddr,
  input  wire         wdata,
  output reg          rdata
);
  reg [83:0]          mem;
  always @(posedge clk) begin
      if(~rst) begin
          mem[83:0]   <= 84'b0;
      end else begin
        if (wen)
          mem[waddr]  <= wdata;
        if (ren)
          rdata       <= mem[raddr];
      end
  end
endmodule
--- ./run.sh ---
#!/bin/bash
# OpenROAD 26Q1-2900-gdf79404cd8, Yosys 0.63+post, stock flow scripts
make -C /OpenROAD-flow-scripts/flow DESIGN_CONFIG=/design/flow/config.mk WORK_HOME=/design/flow/orfs finish
==> flow_metrics.tcl <==
# metrics dict for downstream scripts
set metrics [dict create \
    status "completed" \
    lay_top_cells "clkdlybuf4s50_1, dfxtp_1, nand2_1" \
    p_sw_mw 0.251 \
    die_h_um 113 \
    clkPwrFrac_pct 37.9 \
    routed_wl_um 16200 \
    core_area_um2 12000 \
    grt_pass1_wl_um 27000 \
    hold_class "flip-flop to flip-flop" \
    place.port_buffers 100 \
    timing.slew.headroom_pct 43.5 \
    grt_pass1_vias 5117 \
    syn_avg_cell_area_um2 9.71 \
    final_layout_top_logic_cell "clkdlybuf4s50_1" \
    post_drt_wl_per_cell_um 18.7 \
    clock.latency.late_pin_ns 0.83 \
    pwr-share-comb_pct 33.1 \
    setup.worst_path.start_class "latch" \
    switching_share_pct 25.6 \
    powerDensity_nw_per_um2 126 \
    final_hold_viol_count 0 \
    top_cell_area_share_pct 29.7 \
    maxCapViolCount 0 \
    yosys_warnings 6 \
    holdWs_ns 0.459 \
    leakage_nw 3.02 \
    syn_area_um2 6140 \
    postSynthCellCount 632 \
    ys_cells 632 \
    worst_clock_skew_ns 0.0480 \
    worst_pin_slew_ns 0.841 \
    maxSlewViolCount 0 \
    critPathArrivalTime_ns 10.34 \
    finalPower_mw 0.979 \
    r2r_start "g_reg.dout[1]" \
    cts_setup_buffers 0 \
    synth-edff-count 1 \
    die_area_um2 12700 \
    setup_viol 0 \
    seqPwrFrac_pct 29.0 \
    drt-initial-drc-count 338 \
    antenna_found_initial 0 \
    postCtsHoldBufs 0 \
    warnings 37 \
    unclocked_pins 8 \
    finalSetupTns_ns 0 \
    crit_start "g_clk.q" \
    rows 40 \
    ant_nets 0 \
    synthDistinctLibCells 67 \
    cp.required_ns 12.96 \
    fp_util_pct 51.1 \
    antenna-diode-count 0 \
    stdcell_area_um2 7760 \
    grt_max_degree 50 \
    path_clk_slew_ns 0.06 \
    rsz0062_at_grt "false" \
    yosysTopAreaCell "dfxtp_1" \
    drive_gt1_share_pct 11.9 \
    syn_to_final_growth_pct 26.4 \
    post_dp_cell_area_um2 7090 \
    worst-setup-path-type "latch to primary output" \
    firstDrtPassIters 4 \
    peakVddDrop_v 0.0000598 \
    ys_chip_area_um2 6140 \
    hpwl_um 11500 \
    cts_repair_resize_count 0 \
    routed_via_density 5.97 \
    ys.flops 109 \
    hold_start "regfile.mem[28]" \
    cp-end-kind "primary output" \
    synth-main-ff-cell "dfxtp_1" \
    vias 5186 \
    die_x_um 113 \
    drc 0 \
    grt_overflow 0 \
    synthArstFlopShare_pct 7.34 \
    cts_tree "yes" \
    untimed_endpoints 24 \
    internal-power_mw 0.729 \
    worstPathMaxFanout 2 \
    gp_congestion 0.924 \
    ioPinCount 101 \
    synthTopCellsByArea "dfxtp_1, ha_1, mux2i_1" \
    grt_use_total_pct 28.1 \
]
worst max-delay path, cell delays in order (launching register included):
cell and delay [ns]:
dlxtn_1 0.41, and2_1 0.23, clkbuf_16 0.17, clkbuf_16 0.11, clkdlybuf4s50_1 0.46
cell usage after synthesis (9+ instances only):
cell type  count
nand3_1       13
xor2_1        11
xnor2_1       12
ha_1          32
mux2i_1       35
o21ai_0       39
clkbuf_1      21
inv_1         22
a21oi_1       10
nor2b_1        9
dfxtp_1       91
a32o_1        32
nor3_1        11
nor2_1        29
buf_4         11
mux2_2        10
nand2_1       72
mux4_2        15
and2_1        15
o211ai_1      32
power by group through the flow:
| stage | Sequential, mW | Clock, mW | Combinational [mW] |
|---|---|---|---|
| global route | 0.287 | 0.389 | 0.362 |
| finish | 0.284 | 0.371 | 0.324 |
| CTS | 0.284 | 0.377 | 0.326 |
path summary, 6_finish.rpt:
kind	to	slack, ns	depth (start not counted)
min in group gated	clock gate	0.89	0
worst max-delay path	tb_gated_clk	2.62	4
max in group gated	clock gate	7.02	0
worst min register to register	regfile.mem[28]	0.46	2
max in group asynchronous	g_reg.dout[11]	12.97	1
worst min-delay path	regfile.mem[28]	0.46	2
worst max register to register	g_reg.dout[6]	13.33	11
min in group asynchronous	g_reg.dout[8]	2.81	1
logic make-up after synthesis:
logic type / share of synthesized area [%]
buffers and inverters: 6.18
adders and majority gates: 8.81
xor gates and xnor gates: 3.28
and+or+nand+nor: 15.9
DFF: 33.4
muxes: 13.0
latches: 2.20
AOI/OAI and AO/OA: 17.2
registers in the layout, summed over array words and instances, names as in the netlist:
register	cells
regfile.mem	84
g_reg.dout	15
regfile.rdata	1
mux_accum.out	8
g_clk.q	1
area by class of cell:
| cell class | instances | area [um2] |
|---|---|---|
| clock buffer | 23 | 561 |
| clock inverter | 6 | 114 |
| fill | 942 | 4260 |
| inverter | 22 | 82.6 |
| multi-input combinational | 453 | 3570 |
| sequential | 109 | 2190 |
| tap | 147 | 184 |
| timing repair buffer | 109 | 1060 |
per-layer routing:
metal	track usage (%)	vias up	share of wire [%]
met4	5.87	0	1.9
met2	42.6	210	45
met1	42.9	2472	46
met3	6.44	27	7.2
met5	0	-	0
li1	-	2477	-
per-stage QoR:
step                utilization [%]  setup WS (ns)  std cells
CTS                            64.6           2.58        869
global route                   64.6           2.57        869
finish                         64.6           2.62        869
detailed placement             59.0           3.81        841
floorplan                         -           4.31        632
global placement               59.0           3.81        841
No activity file was given, so power comes from the tool's default toggle rates.
